$ cat flow/config.mk
export PLATFORM = sky130hd
export DESIGN_NAME = top
export DESIGN_NICKNAME = top
export VERILOG_FILES = /design/flow/design.v
export SDC_FILE = /design/flow/constraint.sdc
export NUM_CORES = 4
export LEC_CHECK = 1
export CORE_AREA = 10 10 94 94
export DIE_AREA = 0 0 104 104
$ cat flow/constraint.sdc
current_design top

set clk_period 1.0
set clk_io_pct 0.2

create_clock -name clk0 -period $clk_period [get_ports {clk}]

set non_clock_inputs [all_inputs -no_clocks]
set_input_delay [expr $clk_period * $clk_io_pct] -clock clk0 $non_clock_inputs
set_output_delay [expr $clk_period * $clk_io_pct] -clock clk0 [all_outputs]
$ cat flow/design.v
module clock_div
#(
    parameter DIVIDE_BY = 17
)
(
    input clock,
    input reset,
    output div_clock
);
    wire [DIVIDE_BY - 1 : 0] NotQ;
    wire [DIVIDE_BY - 1 : 0] clk_in;
    dff d_ff (
        .Default(1'b0),
        .reset(reset),
        .clock(clock),
        .D(NotQ[0]),
        .Q(clk_in[0]),
        .NotQ(NotQ[0])
    );      
    genvar i;
    generate
        for(i = 1; i < DIVIDE_BY; i = i + 1) begin : generate_chained_dffs
            dff d_ff (
                .Default(1'b0),
                .reset(reset),
                .clock(clk_in[i-1]),
                .D(NotQ[i]),
                .Q(clk_in[i]),
                .NotQ(NotQ[i])
            );             
        end
    endgenerate
    assign div_clock = clk_in[DIVIDE_BY -1];
endmodule
module dff(
    input Default,
    input reset,
    input clock,
    input D,
    output reg Q,
    output NotQ
);
    assign NotQ = ~Q;
    always @(posedge reset, posedge clock) begin
        if (reset) begin
            Q <= Default;
        end else begin
            Q <= D;
        end
    end
endmodule
module full_adder(
    input A,
    input B,
    input Cin,
    output Y,
    output Cout
);
    assign Y = A ^ B ^ Cin;
    assign Cout = (B & Cin) + (B & A) + (A & Cin);
endmodule
module math_block(
    input [3:0] A,
    input [3:0] B,
    output [3:0] AplusB,
    output [3:0] AminusB
);
    wire [3:0] B_neg;
    wire [2:0] carry_plus;
    wire [2:0] carry_minus;
    full_adder lsb(
        .A(A[0]),
        .B(B[0]),
        .Y(AplusB[0]),
        .Cin(1'b0), 
        .Cout(carry_plus[0])
    );
    full_adder b1(
        .A(A[1]),
        .B(B[1]),
        .Y(AplusB[1]),
        .Cin(carry_plus[0]), 
        .Cout(carry_plus[1])
    );
    full_adder b2(
        .A(A[2]),
        .B(B[2]),
        .Y(AplusB[2]),
        .Cin(carry_plus[1]), 
        .Cout(carry_plus[2])
    );
    full_adder msb(
        .A(A[3]),
        .B(B[3]),
        .Y(AplusB[3]),
        .Cin(carry_plus[2])
    );
    twos_compliment b_neg(
        .A(B),
        .Y(B_neg)
    );
    full_adder sub_lsb(
        .A(A[0]),
        .B(B_neg[0]),
        .Y(AminusB[0]),
        .Cin(1'b0), 
        .Cout(carry_minus[0])
    );
    full_adder sub_b1(
        .A(A[1]),
        .B(B_neg[1]),
        .Y(AminusB[1]),
        .Cin(carry_minus[0]), 
        .Cout(carry_minus[1])
    );
    full_adder sub_b2(
        .A(A[2]),
        .B(B_neg[2]),
        .Y(AminusB[2]),
        .Cin(carry_minus[1]), 
        .Cout(carry_minus[2])
    );
    full_adder sub_msb(
        .A(A[3]),
        .B(B_neg[3]),
        .Y(AminusB[3]),
        .Cin(carry_minus[2])
    );
endmodule
module seven_seg_decoder(
    input [3:0] A,
    input [3:0] B,
    input [3:0] AplusB,
    input [3:0] AminusB,
    input [3:0] anode,
    output reg [6:0] segs
);
    reg [3:0] selected_sig;
     always @(*) begin
       case (anode)
          'b1110: selected_sig <= A;
          'b1101: selected_sig <= B;
          'b1011: selected_sig <= AplusB;
          'b0111: selected_sig <= AminusB;
       endcase
     end
    always @(*) begin
        case(selected_sig)
            0: segs  = 7'b1000000;        
            1: segs  = 7'b1111001;        
            2: segs  = 7'b0100100;        
            3: segs  = 7'b0110000;        
            4: segs  = 7'b0011001;        
            5: segs  = 7'b0010010;        
            6: segs  = 7'b0000010;        
            7: segs  = 7'b1111000;        
            8: segs  = 7'b0000000;
            9: segs  = 7'b0010000;        
            10: segs = 7'b0001000;        
            11: segs = 7'b0000011;        
            12: segs = 7'b1000110;        
            13: segs = 7'b0100001;        
            14: segs = 7'b0000110;        
            15: segs = 7'b0001110;       
        endcase
    end
endmodule
module seven_seg_scanner(
    input div_clock,
    input reset,
    output [3:0] anode
);
    wire Anext, Bnext, Cnext, Dnext;
    dff Adff(
        .Default(1'b0),
        .D(Anext),
        .clock(div_clock),
        .Q(anode[0]),
        .reset(reset)
    );
    dff Bdff(
        .Default(1'b1),
        .D(Bnext),
        .clock(div_clock),
        .Q(anode[1]),
        .reset(reset)
    );
    dff Cdff(
        .Default(1'b1),
        .D(Cnext),
        .clock(div_clock),
        .Q(anode[2]),
        .reset(reset)
    );
    dff Ddff(
        .Default(1'b1),
        .D(Dnext),
        .clock(div_clock),
        .Q(anode[3]),
        .reset(reset)
    );
    assign Anext = anode[3];
    assign Bnext = anode[0];
    assign Cnext = anode[1];
    assign Dnext = anode[2];
endmodule
module top
#(
    parameter DIVIDE_BY = 17  
)
(
    input [7:0] sw,  
    input clk,  
    input btnC,  
    output [3:0] an,  
    output [6:0] seg  
);
    wire divClock;
    wire [3:0] AplusB;
    wire [3:0] AminusB;
    clock_div #(.DIVIDE_BY(DIVIDE_BY))clock (
      .clock(clk),
      .reset(btnC),
      .div_clock(divClock)
    );
    seven_seg_scanner scanner(
        .div_clock(divClock),
        .reset(btnC),
        .anode(an)
    );
    seven_seg_decoder decoder(
        .A(sw[3:0]),
        .B(sw[7:4]),
        .AplusB(AplusB),
        .AminusB(AminusB),
        .anode(an),
        .segs(seg)
    );
    math_block math(
        .A(sw[3:0]),
        .B(sw[7:4]),
        .AplusB(AplusB),
        .AminusB(AminusB)
    );
endmodule
module twos_compliment(
    input [7:0] A,
    output [7:0] Y
);
    wire [6:0] carry;
    full_adder lsb(
        .A(~A[0]),
        .B(1'b1),
        .Y(Y[0]),
        .Cin(1'b0), 
        .Cout(carry[0])
    );
    full_adder b2(
        .A(~A[1]),
        .B(1'b0),
        .Y(Y[1]),
        .Cin(carry[0]),
        .Cout(carry[1])
    );
    full_adder b3(
        .A(~A[2]),
        .B(1'b0),
        .Y(Y[2]),
        .Cin(carry[1]),
        .Cout(carry[2])
    );
    full_adder b4(
        .A(~A[3]),
        .B(1'b0),
        .Y(Y[3]),
        .Cin(carry[2]),
        .Cout(carry[3])
    );
    full_adder b5(
        .A(~A[4]),
        .B(1'b0),
        .Y(Y[4]),
        .Cin(carry[3]),
        .Cout(carry[4])
    );
    full_adder b6(
        .A(~A[5]),
        .B(1'b0),
        .Y(Y[5]),
        .Cin(carry[4]),
        .Cout(carry[5])
    );
    full_adder b7(
        .A(~A[6]),
        .B(1'b0),
        .Y(Y[6]),
        .Cin(carry[5]),
        .Cout(carry[6])
    );
    full_adder msb(
        .A(~A[7]),
        .B(1'b0),
        .Y(Y[7]),
        .Cin(carry[6])
    );
endmodule
$ cat flow/run.sh
#!/bin/bash
# OpenROAD 26Q1-2900-gdf79404cd8, Yosys 0.63+post, stock flow scripts
make -C /OpenROAD-flow-scripts/flow DESIGN_CONFIG=/design/flow/config.mk WORK_HOME=/design/flow/orfs finish
==> flow_metrics.env <==
# implementation run metrics
export IMPL_yosysWarnings=5
export IMPL_grt_total_usage=0.0445
export IMPL_cpMaxStageDelayCell="dfrtp_1"
export IMPL_core_area_um2=6830
export IMPL_setup_violations_final=0
export IMPL_grt_pass1_vias=957
export IMPL_yosysTopAreaCellShare=0.319
export IMPL_endpoint_kind="flip-flop"
export IMPL_diodes=0
export IMPL_fmax_mhz=2110
export IMPL_antenna_found_initial=0
export IMPL_ant_nets=0
export IMPL_pin_count=21
export IMPL_wire_per_inst_um=9.51
export IMPL_clkPwrFrac=0
export IMPL_drtIter0Drc=23
export IMPL_die_area_um2=10800
export IMPL_synthCells=142
export IMPL_setup_tns_final_ps=0
export IMPL_synth_top_cell_by_count="inv_1"
export IMPL_area_growth_pct=17.9
export IMPL_unclocked_pins=24
export IMPL_tightest_slew_ps=438
export IMPL_rsz0062_at_grt="false"
export IMPL_arrival_ps=360
export IMPL_crit_path_cell_trace="inv_1"
export IMPL_grt_pass1_wl_mm=4.31
export IMPL_cts_hold_buffers_added=0
export IMPL_path_class="flip-flop to flip-flop"
export IMPL_postSynthAreaPerCell_um2=9.93
export IMPL_p_per_area_nw_per_um2=212
export IMPL_cts_repair_resized=0
export IMPL_ys_cells=142
export IMPL_fp_dieH_um=104
export IMPL_flop_cell="dfrtp_1"
export IMPL_period_needed_ps=475
export IMPL_p_sw_frac=0.386
export IMPL_dp_hpwl_mm=1.96
export IMPL_p_int_w=0.000216
export IMPL_synthArstFlopShare=0.840
export IMPL_routed_wirelength_mm=2.36
export IMPL_common_cells="29 x inv_1, 18 x dfrtp_1, 9 x ha_1, 7 x nor2_1"
export IMPL_period_used=0.475
export IMPL_untimed_endpoints=35
export IMPL_worstRegToRegCells=1
export IMPL_pwr_share_comb=0.798
export IMPL_grt_start_max_net_pins=21
export IMPL_viasPerCell=3.75
export IMPL_hold_class="primary input to asynchronous set/reset pin"
export IMPL_max_cap_violations=0
export IMPL_route_vias_total=931
export IMPL_clock_skew_ps=0
export IMPL_crit_fanout=2
export IMPL_area_leaders="dfrtp_1 32%, ha_1 8.0%, inv_1 7.7%"
export IMPL_ys_ff=25
export IMPL_post_cts_setup_buffer_count=0
export IMPL_hold_worst_slack_ps=350
export IMPL_syn_area_um2=1410
export IMPL_hold_violations=0
export IMPL_power_frac_seq=0.202
export IMPL_slowest_delay_ps=320
export IMPL_power_leakage_nw=0.704
export IMPL_largest_area_cell="dfrtp_1"
export IMPL_yosys_area_um2=1410
export IMPL_irDropWorstVdd_mv=0.184
export IMPL_r2r_setup_slack_ps=530
export IMPL_drive_gt1_frac=0.0658
export IMPL_crit_buf_inv=1
export IMPL_p_switching_w=0.000136
export IMPL_fp_util=0.206
export IMPL_rows=30
export IMPL_r2r_end="clock.d_ff.Q"
export IMPL_clk_pin_slew_ps=0
export IMPL_cp_required_ps=880
export IMPL_finalMaxSlewViolations=0
export IMPL_warning_count=33
export IMPL_gp_congestion=0.769
export IMPL_edf_count=0
export IMPL_portBuffers=20
export IMPL_outcome="finished clean"
export IMPL_die_x_um=104
export IMPL_slew_headroom=0.707
export IMPL_clock_latency_ps=0
export IMPL_gr_total_overflow=0
export IMPL_dr_pass1_iters=4
export IMPL_cp_top_family="flip-flops"
export IMPL_startpoint_type="flip-flop"
export IMPL_reg2reg_from="clock.d_ff.Q"
export IMPL_drcViolationCount=0
export IMPL_power_total_w=0.000352
export IMPL_synth_cell_types=40
## sequential cells by signal (all words and copies together), names as in the netlist
signal                              flops
clock.generate_chained_dffs.d_ff.Q     16
decoder.selected_sig                    4
clock.d_ff.Q                            1
scanner.Adff.Q                          1
scanner.Bdff.Q                          1
scanner.Cdff.Q                          1
scanner.Ddff.Q                          1
## logic make-up (layout without fill, tap and decap cells)
kind of cell	count (synthesis)	in the layout	share of synthesized area
AND/OR/NAND/NOR	26	26	0.107
XOR/XNOR	5	5	0.0311
buffers and inverters	40	50	0.130
adder cells (fa/ha/maj)	12	12	0.115
AND-OR/OR-AND	28	28	0.146
flip-flops	21	21	0.375
latches	4	4	0.0426
multiplexers	6	6	0.0524
## placed cells by master (no fill, tap or decap), drive strengths merged, types with 3 or more instances in the layout
cell type	n
a21o	3
a21oi	4
a22o	3
clkdlybuf4s50	20
dfrtp	18
dfstp	3
dlxtn	4
ha	9
inv	29
mux2i	4
nand2	5
nand3b	5
nor2	7
o21ai	8
xnor2	4
## stage by stage
stage               utilization  std cells  worst slack, ps  instance area [um2]
floorplan                     -        142              426                 1410
global placement          0.243        248              530                 1660
global route              0.243        248              495                 1660
finish                    0.243        248              525                 1660
detailed placement        0.243        248              525                 1660
CTS                       0.243        248              524                 1660
## layout make-up
class | count | area (um2)
multi-input cells | 77 | 637
repair buffers | 21 | 208
well taps | 96 | 120
inverters | 29 | 109
fillers | 746 | 5170
flip-flops and latches | 25 | 589
## metal layers
layer | share of wire | GRT usage | vias to the layer above
met5 | 0 | 0 | -
met4 | 0 | 0 | 0
met3 | 0.059 | 0.0100 | 0
met2 | 0.43 | 0.0730 | 23
met1 | 0.51 | 0.0623 | 425
li1 | - | - | 483
## worst max-delay path by stage
stage	start	endpoint	slack, ps	cells past startpoint
finish	clock.d_ff.Q	clock.d_ff.Q	530	1
global route	clock.d_ff.Q	clock.d_ff.Q	500	1
CTS	clock.d_ff.Q	clock.d_ff.Q	520	1
## power by group through the flow
stage | combinational, W | sequential, W | clock (W)
5_1_grt | 0.000321 | 0.0000746 | 0
6_report | 0.000281 | 0.0000711 | 0
4_1_cts | 0.000289 | 0.0000716 | 0
No activity file was given, so power comes from the tool's default toggle rates.
